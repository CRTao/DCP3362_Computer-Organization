File: /design/flow/config.mk
export PLATFORM = sky130hd
export DESIGN_NAME = alu
export DESIGN_NICKNAME = alu
export VERILOG_FILES = /design/flow/design.v
export SDC_FILE = /design/flow/constraint.sdc
export NUM_CORES = 4
export LEC_CHECK = 1
export CORE_UTILIZATION = 50
File: /design/flow/constraint.sdc
current_design alu

set clk_period 1.0
set clk_io_pct 0.2

create_clock -name clk0 -period $clk_period [get_ports {clk}]

set non_clock_inputs [all_inputs -no_clocks]
set_input_delay [expr $clk_period * $clk_io_pct] -clock clk0 $non_clock_inputs
set_output_delay [expr $clk_period * $clk_io_pct] -clock clk0 [all_outputs]
File: /design/flow/design.v
`timescale 1ns/1ps
module alu(
           clk,            
           rst_n,          
           src1,           
           src2,           
           ALU_control,    
           result,         
           zero,           
           cout,           
           overflow        
           );
input           clk;
input           rst_n;
input          [32-1:0] src1;
input          [32-1:0] src2;
input   [4-1:0] ALU_control;
output [32-1:0] result;
output          zero;
output          cout;
output          overflow;
reg    [32-1:0] result;
reg             zero=0;
reg             cout=0;
reg             overflow=0;
reg             plus;
reg             minus;
reg    [31:0]   out;
reg    [32:0]   oversum;
reg    signed [31:0]   sign_r1;
reg    signed [31:0]   sign_r2;
reg    signed [31:0]   out_temp;
reg             cout_temp;
reg             overflow_temp;
always@ (*)
    begin 
        sign_r1 = src1;
        sign_r2 = src2;
        case(ALU_control)
            4'b0000: begin
                out=src1&src2;
                cout_temp = 0;
                overflow_temp = 0;
                end
            4'b0001: begin
                out=src1|src2;
                cout_temp = 0;
                overflow_temp = 0;
                end
            4'b0010: begin
                out=sign_r1+sign_r2;
                {cout_temp,out_temp} = src1+src2;
                oversum = {src1[31], src1} + {src2[31], src2};
                overflow_temp = oversum[32] ^ oversum[31];
                end
            4'b0110: begin
                out=sign_r1-sign_r2;
                oversum = 33'h1_0000_0000-src2;
                {cout_temp,out_temp} = oversum + {1'b0,src1};
                overflow_temp = (sign_r1<0)&(sign_r2>0)&(out_temp[31]==0);
                end
            4'b1100: begin
                out= ~(src1|src2);
                cout_temp = 0;
                overflow_temp = 0;
                end
            4'b0111: begin
                out= (sign_r1<sign_r2)?32'd1:32'd0;
                cout_temp = 0;
                overflow_temp = 0;
                end
			default: out<=0;
        endcase
end
always@( posedge clk or negedge rst_n ) 
begin
	if(!rst_n) begin
		result = 0;
		zero = 0;
	end
	else begin
		result = out;
		if(result==0) zero = 1; else zero = 0; 
		cout = cout_temp;
		overflow = overflow_temp;
	end
end
endmodule
File: /design/flow/run.sh
#!/bin/bash
# OpenROAD 26Q1-2900-gdf79404cd8, Yosys 0.63+post, stock flow scripts
make -C /OpenROAD-flow-scripts/flow DESIGN_CONFIG=/design/flow/config.mk WORK_HOME=/design/flow/orfs finish
==> flow_metrics.tcl <==
# metrics dict for downstream scripts
set metrics [dict create \
    dpl.hpwl_um 22900 \
    root_buffer "clkbuf_16" \
    post_cts_buffers 74 \
    ys_cells 913 \
    xor_share_pct 1.93 \
    ys_sh_simple_pct 21.4 \
    synth.logic.top_family "AND-OR/OR-AND gates" \
    synth_flop_count 37 \
    largest_area_cell "ha_1" \
    core_util_floorplan_pct 51.3 \
    firstError "[ERROR DPL-0036] Detailed placement failed." \
    unclocked_pins 2 \
    ff_type "dfrtp_1" \
    syn_inst 913 \
    synth_top_area_share_pct 19.7 \
    syn_area_per_cell_sq_um 7.44 \
    die_x_um 119 \
    clk_path_buf_depth 2 \
    place.port_buffers 104 \
    ctsHoldBuffers 2 \
    cts.repair.resized 449 \
    cts_max_level 2 \
    synth-edff-count 2 \
    synth.distinct_cells 86 \
    synth-async-reset-ratio_pct 89.2 \
    haltStage "4_1_cts" \
    synthAoiAreaFrac_pct 33.3 \
    ys_warn_count 1 \
    post_dp_cell_area_sq_mm 0.0114 \
    adder_share_pct 20.3 \
    top_cells_by_area "ha_1, dfrtp_1, a21oi_1" \
    cts_buffers 5 \
    pin_count 105 \
    status "did not finish" \
    yosys-mux-area-fraction_pct 0.755 \
    die_y_um 119 \
    ys_area_sq_mm 0.00680 \
    place.gp.congestion 1.08 \
    untimed_endpoints 4 \
    syn-cell-area_sq_mm 0.00680 \
    std_cell_rows 42 \
]
per-stage QoR:
stage / util (%) / setup WS [ps] / std cells / TNS, ps
2_1_floorplan: - / -2210 / 913 / -34900
3_3_place_gp: 85.8 / -2970 / 1533 / -67260
3_5_place_dp: 85.8 / -3130 / 1533 / -68740
synthesized netlist by cell type (4+ instances only):
cell	n
a22oi_1	7
a2111oi_0	6
nand2b_1	12
inv_1	92
o31ai_1	9
or2_2	7
nand4_1	14
a221o_1	10
xor2_1	5
a21oi_1	89
a32oi_1	4
o211ai_1	15
o21a_1	15
and3_1	5
nor3_1	26
o21bai_1	11
o21ai_0	40
xnor2_1	10
nor4_1	21
or3_1	7
a221oi_1	20
nand2_1	56
dfrtp_1	33
a211oi_1	7
ha_1	107
mux2i_1	4
nand4b_1	4
nor4b_1	4
buf_2	14
nand3_1	18
o221a_2	4
o221ai_1	7
o2bb2ai_1	5
a21o_1	15
o22ai_1	9
o31a_1	8
clkbuf_1	36
nor2_1	72
or4_1	4
nor2b_1	7
cells by family after synthesis:
family / count (synthesis)
buffers and inverters: 149
flip-flops: 35
multiplexers: 5
latches: 2
XOR/XNOR: 15
adder cells (fa/ha/maj): 109
AND-OR/OR-AND: 319
AND/OR/NAND/NOR: 279
